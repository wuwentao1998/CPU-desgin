**/design/flow/config.mk**
```make
export PLATFORM = sky130hd
export DESIGN_NAME = ALUcontrol2
export DESIGN_NICKNAME = ALUcontrol2
export VERILOG_FILES = /design/flow/design.v
export SDC_FILE = /design/flow/constraint.sdc
export NUM_CORES = 4
export LEC_CHECK = 1
export CORE_AREA = 10 10 70 70
export DIE_AREA = 0 0 80 80
```
**/design/flow/constraint.sdc**
```tcl
current_design ALUcontrol2

set clk_period 1.1
set clk_io_pct 0.2

create_clock -name clk0 -period $clk_period

set non_clock_inputs [all_inputs -no_clocks]
set_input_delay [expr $clk_period * $clk_io_pct] -clock clk0 $non_clock_inputs
set_output_delay [expr $clk_period * $clk_io_pct] -clock clk0 [all_outputs]
```
**/design/flow/design.v**
```verilog
`timescale 1ns / 1ps
module ALUcontrol2(
ALUop, funct, ALUcontrol
    );
    input [1:0] ALUop;
    input [5:0] funct;
    output [3:0] ALUcontrol;
    reg [3:0] ALUcontrol;
    always@(ALUop || funct) begin
        case(ALUop)
            2'b00:  
                ALUcontrol = 4'b0010;
            2'b01:  
                ALUcontrol = 4'b0110;
            2'b10:  
                case (funct)
                    6'b100000:  
                        ALUcontrol = 4'b0010;
                    6'b100010:  
                        ALUcontrol = 4'b0110;
                    6'b100100:  
                        ALUcontrol = 4'b0000;
                    6'b100101:  
                        ALUcontrol = 4'b0001;
                    6'b101010:  
                        ALUcontrol = 4'b0111;
                    default: 
                        ALUcontrol = 0;
                endcase
           default: 
                ALUcontrol = 0;
       endcase
   end
endmodule
```
**/design/flow/run.sh**
```bash
#!/bin/bash
# OpenROAD 26Q1-2900-gdf79404cd8, Yosys 0.63+post, stock flow scripts
make -C /OpenROAD-flow-scripts/flow DESIGN_CONFIG=/design/flow/config.mk WORK_HOME=/design/flow/orfs finish
```
==> run summary <==
Figures from the flow reports.

Status:
- The run finished, with violations left.
- The final reports fail on negative setup slack.

Worst setup path:
- The run gives the critical path start-end classification as input pin to primary output.
- The run gives the highest fanout seen on the critical path as 2.
- The largest individual stage delay along the critical path comes from the cell sky130_fd_sc_hd__a41o_1.
- The timing report notes that buffer and inverter cells on the critical path total 4.
- The cell family contributing the most delay on the critical path is buffers and inverters.
- STA classifies the critical path endpoint as a primary output.
- According to the timing report, the data required time at the worst endpoint equals 880 ps.
- Walking the worst path, the cells encountered are buf_6 > nor3b_4 > buf_4 > buf_6 > a41o_1 > buf_2.
- The run puts the peak per-stage delay on the critical path at 190 ps.
- The timing report shows the most common cell along the critical path to be sky130_fd_sc_hd__buf_6.
- The run gives the worst endpoint data arrival time as 980 ps.
- The worst setup path is launched from an input pin.

Detailed routing:
- For this run, the script counts the antenna cells in the layout as 0.
- The run gives the violation count after the first detailed-route iteration as 0.
- The run gives the post-detailed-routing wire length as 463 um.
- The run gives the via count as 140.
- The routed layout reports a DRC error count of 0.
- The run puts the average routed wire per standard cell at 6.52 um.
- The run puts the number of nets with antenna violations after routing at 0.
- Using the TritonRoute via totals, the vias-per-cell ratio works out to 1.97.
- The run gives the detailed-routing iteration count for the pre-antenna-repair pass as 1.

Final timing:
- The run gives the clock period minus final worst setup slack as 1200 ps.
- The run puts the maximum operating frequency at 835 MHz.
- The run puts the hold violation count in the final report at 0.
- The run gives the post-layout worst setup margin as -97.9 ps.
- Setup repair after global routing could not meet its margin everywhere.
- For this run, the final setup violation count is recorded as 2.
- The final max-slew violation count recorded for this run is 0.
- The run gives the share of the clock period used by the worst path after layout as 109%.
- On the final layout, the worst hold slack is 781 ps.

Power and ir drop:
- The run gives the total net switching power as 0.0184 mW.
- The run gives the reported leakage power as 0.134 nW.
- In this run, the clock network consumes 0% of the power.
- The run gives the part of the power in combinational logic as 100.0%.
- The run puts the internal power consumption at 0.0366 mW.
- In this run switching power makes up 33.5% of total power.
- The run gives the power density normalized to cell area as 215 nW/um^2.
- The share of total power dissipated in sequential elements is 0%.
- The run puts the maximum resistive drop on vdd at 91.8 uV.
- The run gives the overall power after layout as 0.0550 mW.

Floorplanning:
- The run gives the die boundary height as 80 um.
- Measured along the x axis, the die boundary spans 80 um.
- The die covers 6400 um^2.
- The initialized floorplan defines 21 standard-cell rows.
- 12 I/O pins were placed.
- The run gives the area of the core as 3420 um^2.
- The run puts the fraction of the core area occupied by cells at floorplan at 2.86%.

Yosys:
- The run gives the count of mapped cells out of synthesis as 12.
- The run gives the cell total in the yosys stat output as 12.
- Averaged over all synthesized cells, the footprint is 8.13 um^2.
- Sorting the Yosys area breakdown by cell type puts at the top sky130_fd_sc_hd__and4bb_1.
- The synthesis report lists the most area-consuming cells as sky130_fd_sc_hd__and4bb_1, sky130_fd_sc_hd__nor3b_2, sky130_fd_sc_hd__a41o_1.
- The run gives the summed instance area of the synthesized netlist as 97.6 um^2.
- The run gives the share of the yosys chip area belonging to registers as 0%.
- Counting distinct cell types in the post-synthesis netlist gives 11.
- The run gives the chip area line of the yosys report as 97.6 um^2.
- The run puts the share of Yosys cell area claimed by the top area cell type at 25.6%.
- The run gives the cell with the most instances after synthesis as sky130_fd_sc_hd__and4bb_1.
- The run gives the tally of yosys warning messages as 1.

Global route:
- The via count of the first global-routing pass was 180.
- The run puts the total overflow reported by the global router at 0.
- The run gives the first-pass GRT wire length as 786 um.
- Entering global routing, the biggest net connects 5 pins.
- The run puts the number of antenna violations at the first check in global routing at 0.
- The run puts the total routing resource utilization after global routing at 1.52%.

Place:
- The run puts the instance area after placement at 258 um^2.
- The run puts the instance count after placement with tap cells included at 68.
- The run puts the total of buffers placed on input and output ports at 11.
- The placement summary gives the final routability congestion estimate as 0.571.

Final layout:
- Relative to the synthesized area, the layout overhead comes to 162%.
- In the final layout, the clock buffer count is 0.
- The run gives the post-route cell area as 255 um^2.
- Cells with a size suffix above 1 make up 60.0% of the layout.
- The run gives the number of sequential cells as 0.
- The run puts the sequential standard cell area at 0 um^2.
- The finished layout holds 71 standard cells, fillers aside.

Min path:
- The run gives the class of the worst hold path as input pin to primary output.
- The report gives the cell count of the worst hold path as 3.
- Per the hold report, the tightest min-delay path originates at funct[1].
- The path with the worst hold slack has its endpoint at ALUcontrol[2].

Clock network:
- The run gives the number of hold buffers added after CTS as 0.

Job:
- The report counts max-capacitance violations totalling 0.
- The run gives the number of warning messages in the logs as 34.
[placed cells by master (no fill, tap or decap)]
cell,instances
sky130_fd_sc_hd__buf_2,8
sky130_fd_sc_hd__and4bb_1,2
sky130_fd_sc_hd__buf_6,2
sky130_fd_sc_hd__buf_4,2
sky130_fd_sc_hd__nor3b_4,1
sky130_fd_sc_hd__nor2_1,1
sky130_fd_sc_hd__nor2b_1,1
sky130_fd_sc_hd__a41o_1,1
sky130_fd_sc_hd__nand2b_1,1
sky130_fd_sc_hd__inv_1,1
sky130_fd_sc_hd__a31o_2,1
sky130_fd_sc_hd__o211a_1,1
sky130_fd_sc_hd__conb_1,1
sky130_fd_sc_hd__buf_8,1
sky130_fd_sc_hd__dlygate4sd2_1,1
[routing by layer]
| metal | part of all wire, % | track usage (%) |
|---|---|---|
| met1 | 56 | 2.24 |
| met4 | 0 | 0 |
| met3 | 11 | 0.682 |
| met5 | 0 | 0 |
| met2 | 34 | 2.09 |
[worst max path at each step]
| stage | startpoint | end | slack, ps | depth (start not counted) |
|---|---|---|---|---|
| 5_1_grt | ALUop[0] | ALUcontrol[2] | -140 | 6 |
| 4_1_cts | funct[5] | ALUcontrol[2] | -100 | 6 |
| 6_report | funct[5] | ALUcontrol[2] | -100 | 6 |
[repair_timing]
item	in CTS	in global routing
endpoints found under the setup margin	3	3
setup buffers	3	0
cloned	0	0
pin swaps	6	0
endpoints found under the hold margin	0	0
resized	41	1
[stage by stage]
step	setup slack (ps)	TNS, ps	utilization [%]
6_report	-97.9	-125	7.47
4_1_cts	-97.9	-125	7.36
3_5_place_dp	-672	-2000	7.55
2_1_floorplan	290	0	-
3_3_place_gp	-684	-2030	7.55
5_1_grt	-141	-242	7.47
[layout make-up]
class                      instances  area, um^2
timing repair buffer              14         101
fill                             419        3160
tap                               46        57.6
multi-input combinational         10        92.6
inverter                           1        3.75
[power groups by stage]
stage | clock (mW) | combinational (mW) | sequential (mW)
CTS | 0 | 0.0544 | 0
global route | 0 | 0.0611 | 0
finish | 0 | 0.0550 | 0
[logic make-up after synthesis]
| kind of cell | Yosys count | share of synthesized area (%) |
|---|---|---|
| other | 1 | 3.84 |
| buffers and inverters | 2 | 11.5 |
| and+or+nand+nor | 6 | 55.1 |
| AOI/OAI and AO/OA | 3 | 29.5 |
Power is estimated from default activity; no workload was simulated.
