### design/flow/config.mk
export PLATFORM = sky130hd
export DESIGN_NAME = add4
export DESIGN_NICKNAME = add4
export VERILOG_FILES = /design/flow/design.v
export SDC_FILE = /design/flow/constraint.sdc
export NUM_CORES = 4
export LEC_CHECK = 1
export CORE_AREA = 10 10 70 70
export DIE_AREA = 0 0 80 80
### design/flow/constraint.sdc
current_design add4

set clk_period 6.9
set clk_io_pct 0.2

create_clock -name clk0 -period $clk_period

set non_clock_inputs [all_inputs -no_clocks]
set_input_delay [expr $clk_period * $clk_io_pct] -clock clk0 $non_clock_inputs
set_output_delay [expr $clk_period * $clk_io_pct] -clock clk0 [all_outputs]
### design/flow/design.v
`timescale 1ns / 1ps
module add4(in,out);
input [31:0] in;
output reg [31:0]out;
always @(*)
out=in+4;
endmodule
### design/flow/run.sh
#!/bin/bash
# OpenROAD 26Q1-2900-gdf79404cd8, Yosys 0.63+post, stock flow scripts
make -C /OpenROAD-flow-scripts/flow DESIGN_CONFIG=/design/flow/config.mk WORK_HOME=/design/flow/orfs finish
==> impl_metrics.yaml <==
# yosys + openroad results
power_and_ir_drop:
  power_uw: 55.3
  power.leakage_nw: 0.423
  max-vdd-ir-drop_uv: 22.7
  power_density_mw_per_mm2: 45.2
critical_path:
  critPathLaunchType: "input port"
  crit_slowest_cell: "clkdlybuf4s50_1"
  critical-path-max-stage-delay_ns: 0.52
  cp.arrival_ns: 3.59
  cp_max_fo: 8
  crit_required_ns: 5.52
  crit_type: "input port to output port"
  endpoint_kind: "output port"
  path_cells: "clkdlybuf4s50_1, ha_1, nand3_1, nor4_4, nand3_1, xnor2_1, clkdlybuf4s50_1"
timing:
  tns_ns: 0
  finalCritPeriodShare_pct: 72.0
  rsz0062_at_grt: "no"
  slew_viol_final: 0
  worst_slack_ns: 1.93
  final-setup-viol-count: 0
  fmax_mhz: 201
  min_period_ns: 4.97
  hold_ws_ns: 2.76
  relSlewSlack_pct: 67.2
  worst_slew_pin_slew_ns: 0.488
  finalHoldViolations: 0
synth:
  synth_cell_types: 18
  area_leaders: "xnor2_1 (32%), xor2_1 (11%), nand4_1 (9.7%)"
  yosysCellCount: 83
  ys_seq_share_pct: 0
  netlist.top_cell.by_area: "xnor2_1"
  yosysMostFrequentCell: "xnor2_1"
  syn_area_per_cell_um2: 6.99
  yosysWarningCount: 1
  top_cells_by_count: "xnor2_1 (21), nand2_1 (10), nand3_1 (10)"
  synth_chip_area_um2: 581
  post-synth-top-area-fraction_pct: 31.7
  syn_inst: 83
  synth_area_um2: 581
global_routing:
  grt_overflow: 0
  grt_pass1_wl_um: 3780
  grt_max_degree: 9
  grt_pass1_vias: 837
  antenna_found_initial: 0
  track_usage_pct: 6.95
placement:
  dpl.hpwl_um: 2020
  place_area_mm2: 0.00122
  place_congestion: 0.734
  place_ws_ns: 1.87
  dpl.cell_count: 187
  port_buffers: 60
floorplanning:
  dieArea_mm2: 0.00640
  die_w_um: 80
  ioPinCount: 64
  rows: 21
  coreArea_mm2: 0.00342
  initial_core_util_pct: 17.0
  die_h_um: 80
hold_path:
  hp-start: "in[0]"
  hold_depth: 0
  hold_end: "out[0]"
  min-delay-path-class: "input port to output port"
layout:
  synthToLayoutAreaGrowth_pct: 111
  drive_above_1_share_pct: 4.96
  layout.cells.non_filler: 187
  final_area_mm2: 0.00122
  seq_area_um2: 0
  flop-count: 0
  n_clock_buffer: 0
  fin_util_pct: 35.8
flow_run:
  drv_cap: 0
  warnings: 32
route:
  wl_per_cell_um: 12.1
  route.detailed.drc: 0
  first_pass_iters: 4
  wirelength_um: 2270
  route.vias.total: 771
  via_per_inst: 4.12
  insertedDiodeCount: 0
  ant_nets: 0
  dr.first_iter.drc_count: 23
clock_tree:
  cts_resized: 0
  post-cts-setup-buffers: 0
  cts_hold_buf: 0
status:
  status: "finished clean"
-- layout by cell type (no fill, tap or decap), types with 2 or more instances in the layout --
master           Yosys  routed
and3_1               2       2
clkdlybuf4s50_1      0      60
inv_1                2       2
nand2_1             10      10
nand3_1             10      10
nand4_1              9       9
nor2_1               7       7
nor3_1               3       3
nor4_4               2       2
or2_2                2       2
xnor2_1             21      21
xor2_1               7       7
-- critical path, delay by kind of cell --
kind	cells	cell delay (ns)
buffers and inverters	2	1.01
AND/OR/NAND/NOR	3	0.81
adder cells (fa/ha/maj)	1	0.20
XOR/XNOR	1	0.18
-- where the power goes --
part           internal [mW]  leakage, nW  switching (mW)
Combinational         0.0385        0.423          0.0168
Clock                      0            0               0
Sequential                 0            0               0
Total                 0.0385        0.423          0.0168
-- final cells by class --
type	instances	area [µm²]
well taps	46	57.6
repair buffers	60	601
inverters	2	7.51
multi-input cells	79	558
fillers	358	2190
-- worst max path at each step --
stage	startpoint	endpoint	slack (ns)
after global routing	in[2]	out[30]	1.69
after CTS	in[2]	out[30]	1.86
final	in[2]	out[30]	1.93
-- logic make-up after synthesis --
group                    count (synthesis)  synth area share [%]
XOR/XNOR                                28                  42.2
AND/OR/NAND/NOR                         50                  51.7
adder cells (fa/ha/maj)                  1                  2.15
buffers and inverters                    4                  3.88
-- routing by layer --
layer	GRT usage, %	routed length, µm	vias up
li1	-	-	409
met1	8.17	891	330
met2	12.0	1070	32
met3	3.18	305	0
met4	0	0	0
met5	0	0	-
No activity file was given, so power comes from the tool's default toggle rates.
